--- run.sh ---
#!/bin/bash
# OpenROAD 26Q1-2900-gdf79404cd8, Yosys 0.63+post, stock flow scripts
make -C /OpenROAD-flow-scripts/flow DESIGN_CONFIG=/design/flow/config.mk WORK_HOME=/design/flow/orfs finish
--- design.v ---
module rom (
    input [5:0]addr,
    input clk,
    output reg [7:0]q
);
always @(posedge clk) begin
    case (addr)
        6'b000000: q = 8'b00100000;  
        6'b000001: q = 8'b01111100;  
        6'b000010: q = 8'b01011100;  
        6'b000011: q = 8'b01011111;  
        6'b000100: q = 8'b01011111;  
        6'b000101: q = 8'b00101111;  
        6'b000110: q = 8'b00101100;  
        6'b000111: q = 8'b01111100;  
        6'b001000: q = 8'b00100000;  
        6'b001001: q = 8'b00100000;  
        6'b001010: q = 8'b00100000;  
        6'b001011: q = 8'b00101000;  
        6'b001100: q = 8'b01100000;  
        6'b001101: q = 8'b01011100;  
        6'b001110: q = 8'b00001101;  
        6'b001111: q = 8'b00001010;  
        6'b010000: q = 8'b00100000;  
        6'b010001: q = 8'b01111100;  
        6'b010010: q = 8'b01011111;  
        6'b010011: q = 8'b00100000;  
        6'b010100: q = 8'b01011111;  
        6'b010101: q = 8'b00100000;  
        6'b010110: q = 8'b00100000;  
        6'b010111: q = 8'b01111100;  
        6'b011000: q = 8'b00101110;  
        6'b011001: q = 8'b00101101;  
        6'b011010: q = 8'b00101101;  
        6'b011011: q = 8'b00101110;  
        6'b011100: q = 8'b00101001;  
        6'b011101: q = 8'b00100000;  
        6'b011110: q = 8'b00101001;  
        6'b011111: q = 8'b00001101;  
        6'b100000: q = 8'b00001010;  
        6'b100001: q = 8'b00100000;  
        6'b100010: q = 8'b00101000;  
        6'b100011: q = 8'b00100000;  
        6'b100100: q = 8'b01010100;  
        6'b100101: q = 8'b00100000;  
        6'b100110: q = 8'b00100000;  
        6'b100111: q = 8'b00100000;  
        6'b101000: q = 8'b00101001;  
        6'b101001: q = 8'b00100000;  
        6'b101010: q = 8'b00100000;  
        6'b101011: q = 8'b00100000;  
        6'b101100: q = 8'b00100000;  
        6'b101101: q = 8'b00100000;  
        6'b101110: q = 8'b00101111;  
        6'b101111: q = 8'b00001101;  
        6'b110000: q = 8'b00001010;  
        6'b110001: q = 8'b00101000;  
        6'b110010: q = 8'b00101000;  
        6'b110011: q = 8'b00101000;  
        6'b110100: q = 8'b01011110;  
        6'b110101: q = 8'b01011111;  
        6'b110110: q = 8'b00101000;  
        6'b110111: q = 8'b00101000;  
        6'b111000: q = 8'b00101000;  
        6'b111001: q = 8'b00101111;  
        6'b111010: q = 8'b00101000;  
        6'b111011: q = 8'b00101000;  
        6'b111100: q = 8'b01011111;  
        6'b111101: q = 8'b00101111;  
        6'b111110: q = 8'b00001101;  
        6'b111111: q = 8'b00001010;  
    endcase
end
endmodule
module top(
    input CLK,
    input btn1,
    input btn2,
    output TXD,
    output ledG,
    output ledR
);
reg [21:0]cnt = 25'b0;
reg [5:0]rom_addr = 6'b0;
reg uart_start = 1'b0;
reg [6:0] resync;
reg inc_cntr;
reg mode2 = 1'b1;
reg led;
initial led <= 1'b1;
always @(posedge CLK) begin
    if ( (~btn1 && cnt == 25'b0) || (mode2 && cnt == 25'b0) ) begin
        rom_addr <= rom_addr + 6'b1;
        uart_start <= 1'b1;
    end
    else begin
        uart_start <= 1'b0;
    end
    if(~btn1 || mode2)
        led <= 1'b0;
    else
        led <= 1'b1;
    cnt <= cnt + 25'b1;
end
wire [7:0]uart_data;
rom rom(rom_addr, CLK, uart_data);
uart_tx uart_tx(CLK, uart_start, uart_data, led, TXD);
assign ledG = led;
assign ledR = ~led;
always @ (posedge CLK)
begin 
   resync <= {resync[2:0],btn2};
   inc_cntr <= ~resync[3] & resync[2];
   if(inc_cntr)
        mode2 = ~mode2;
end
endmodule
module uart_tx (
    input clk,
    input start,
    input [7:0]data,
    input led,
    output reg q = 1'b1
);
reg [12:0]cnt = 13'b0;
reg [3:0]bit_num = 4'b1111;
wire bit_start = (cnt == 5625);
wire idle = (bit_num == 4'hF);
always @(posedge clk) begin
    if (start && idle)
        cnt <= 13'b0;
    else if (bit_start)
        cnt <= 13'b0;
    else
        cnt <= cnt + 13'b1;
end
always @(posedge clk) begin
    if (start && idle) begin
        bit_num <= 4'h0;
        q <= 1'b0;  
    end
    else if (bit_start) begin
        case (bit_num)
        4'h0: begin bit_num <= 4'h1; q <= data[0]; end
        4'h1: begin bit_num <= 4'h2; q <= data[1]; end
        4'h2: begin bit_num <= 4'h3; q <= data[2]; end
        4'h3: begin bit_num <= 4'h4; q <= data[3]; end
        4'h4: begin bit_num <= 4'h5; q <= data[4]; end
        4'h5: begin bit_num <= 4'h6; q <= data[5]; end
        4'h6: begin bit_num <= 4'h7; q <= data[6]; end
        4'h7: begin bit_num <= 4'h8; q <= data[7]; end
        4'h8: begin bit_num <= 4'h9; q <= 1'b1; end  
        default: begin bit_num <= 4'hF; end
        endcase
    end
end
endmodule
--- config.mk ---
export PLATFORM = sky130hd
export DESIGN_NAME = top
export DESIGN_NICKNAME = top
export VERILOG_FILES = /design/flow/design.v
export SDC_FILE = /design/flow/constraint.sdc
export NUM_CORES = 4
export LEC_CHECK = 1
export CORE_UTILIZATION = 30
--- constraint.sdc ---
current_design top

set clk_period 3.1
set clk_io_pct 0.2

create_clock -name clk0 -period $clk_period [get_ports {CLK}]

set non_clock_inputs [all_inputs -no_clocks]
set_input_delay [expr $clk_period * $clk_io_pct] -clock clk0 $non_clock_inputs
set_output_delay [expr $clk_period * $clk_io_pct] -clock clk0 [all_outputs]
==> impl_metrics.tcl <==
# collected from the flow reports
set metrics [dict create \
    vdd_drop_max_mv 0.273 \
    drt_iter0_markers 159 \
    cts_buffers 9 \
    synth-area-yosys_sq_um 3020 \
    clk_path_buf_depth 2 \
    grt_max_degree 27 \
    holdPathStages 0 \
    synthTopLogicFamily "simple AND/OR/NAND/NOR gates" \
    cts-resized-gates 0 \
    arrival_ns 2.21 \
    cts_tree "yes" \
    portBuffers 5 \
    ys_seq_share_pct 42.7 \
    cap_violations 0 \
    hold_path.class "register to register" \
    ys_async_sr_fraction_pct 0 \
    yosys-mux-area-fraction_pct 3.52 \
    start_kind "register" \
    remaining_drc_errors 0 \
    vias 2190 \
    wl_per_cell_um 10.9 \
    drive_above_1_share_pct 10.8 \
    ys_sh_xor_pct 9.86 \
    cts_hold_buffers 0 \
    fp-utilization_pct 30.9 \
    yosysWarningCount 3 \
    rr_worst_depth 4 \
    die_h_um 102 \
    hold_viol_final 0 \
    combGateArea_sq_um 1600 \
    layout_top_cells "dfxtp_1, nor2_1, xnor2_1" \
    wirelength_um 5090 \
    synth_cell_types 46 \
    mostFrequentLayoutCell "dfxtp_1" \
    syn2layout_area_growth_pct 11.7 \
    grt_pass1_vias 2045 \
    dieArea_sq_um 10500 \
    antenna_found_initial 0 \
    synth_area_sq_um 3020 \
    final.setup.tns_ns 0 \
    cts.clk_slew.worst_paths_ns 0.06 \
    synth_cells 328 \
    regArea_sq_um 1290 \
    top_area_share_pct 35.8 \
    ys_sh_simple_pct 22.4 \
    finalSetupViolCount 0 \
    fmax_mhz 491 \
    log.warning_count 35 \
    cts_sinks 61 \
    clk_latency_ns 0.33 \
    grt_pass1_wl_um 9270 \
    htree_levels 3 \
    flop_cell "dfxtp_1" \
    ant_nets 0 \
    end_kind "register" \
    synth.avg_cell_area_sq_um 9.21 \
    slowest_delay_ns 0.82 \
    drt-pass1-iter-count 4 \
    finalCritPeriodShare_pct 65.7 \
    fillers 973 \
    crit_chain "inv_1, or3_1, o211ai_1, a32oi_1" \
    relSlewSlack_pct 51.3 \
    place_hpwl_um 3430 \
    powerDensity_nw_per_um2 447 \
    slowest_stage "edfxtp_1" \
    required_ns 3.28 \
    cts-root-buf "clkbuf_8" \
    crit_type "register to register" \
    slew_viol_final 0 \
    period_minus_slack_ns 2.04 \
    fp.coreArea_sq_um 9770 \
    place.gp.congestion 0.832 \
    grtUsageTotal_pct 11.2 \
    yosysTopAreaCell "dfxtp_1" \
    post_cts_buffers 0 \
    total_power_mw 1.51 \
    ys_cells 328 \
    skew_ns 0.00980 \
    outcome "finished clean" \
    viasPerCell 4.70 \
    grt-ovfl-total 0 \
    antennaDiodeCount 0 \
    synthAoiAreaFrac_pct 11.3 \
    numSynthFlops 61 \
    worstMarginPinSlew_ns 0.731 \
    cp_max_fo 26 \
    adder_share_pct 5.80 \
    leakage_nw 1.29 \
    topCellsByArea "dfxtp_1, edfxtp_1, xnor2_1" \
    rows 36 \
    die_w_um 102 \
    io_pins 6 \
    edf_count 7 \
    grt_setup_unrepaired "false" \
]
state kept, by name, summed over array words and instances, names as in the netlist, 4 cells and up:
name,count
rom_addr,6
uart_tx.bit_num,4
cnt,22
resync,4
rom.q,7
uart_tx.cnt,13
layout make-up:
cell class                 instances  area share, %
multi-input combinational        235           47.4
sequential                        61           38.3
tap                              133           4.93
clock buffer                      11           4.48
timing repair buffer               7           1.93
inverter                          15           1.67
clock inverter                     4           1.37
final timing paths:
check	from	to	slack (ns)
setup / recovery	rom_addr[3]	rom.q[5]	1.06
hold / removal	resync[0]	resync[1]	0.33
setup reg to reg	rom_addr[3]	rom.q[5]	1.06
hold reg to reg	resync[0]	resync[1]	0.33
cell usage after synthesis, types with 3 or more instances:
library cell,n
inv_1,15
nor3_1,6
xor2_1,11
nand4_1,5
nand2b_1,7
nor2_2,10
nand3_1,22
clkbuf_1,16
a31oi_1,6
a21oi_1,19
nor2b_1,7
mux2i_1,5
and2_1,3
o21ai_0,10
edfxtp_1,7
nor4_1,6
o211ai_1,4
ha_1,14
o31ai_1,3
nor4_2,3
dfxtp_1,54
xnor2_1,23
nand2_1,18
and3_1,3
nor2_1,23
logic make-up (layout without fill, tap and decap cells):
logic type,count (synthesis),after routing
simple gates,124,124
compound gates,55,55
flops,61,61
fa+ha+maj,14,14
xor+xnor,34,34
buf+inv,32,37
mux,8,8
worst max-delay path: cells and delay by family (launching register included):
family / cells / cell delay, ns
DFF: 1 / 0.82
AOI/OAI and AO/OA: 2 / 0.22
buffers and inverters: 1 / 0.39
and+or+nand+nor: 1 / 0.45
where the power goes:
part,internal (mW),switching (mW),total (mW)
clock network,0.408,0.293,0.701
registers,0.801,0.00143,0.802
logic,0.00480,0.00115,0.00595
total,1.21,0.296,1.51
per-layer routing:
metal	share of wire [%]	vias up	routed length, um	GRT usage, %
met3	4.6	8	232	2.43
met4	1.3	0	66	1.76
met5	0	-	0	0
met2	43	52	2170	16.3
li1	-	1145	-	-
met1	51	985	2620	17.6
per-stage QoR:
step | util, % | hold WS, ns | cells | worst slack [ns] | cell area (sq um)
after floorplan | - | 0.310 | 328 | 1.23 | 3020
after global placement | 32.5 | 0.313 | 451 | 1.04 | 3180
after detailed placement | 32.5 | 0.315 | 451 | 1.03 | 3180
after CTS | 34.5 | 0.336 | 466 | 1.08 | 3380
after global routing | 34.5 | 0.338 | 466 | 0.858 | 3380
final | 34.5 | 0.330 | 466 | 1.06 | 3380
Power and IR drop assume default switching activity.
